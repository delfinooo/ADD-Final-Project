==> design/flow/run.sh <==
#!/bin/bash
# OpenROAD 26Q1-2900-gdf79404cd8, Yosys 0.63+post, stock flow scripts
make -C /OpenROAD-flow-scripts/flow DESIGN_CONFIG=/design/flow/config.mk WORK_HOME=/design/flow/orfs finish
==> design/flow/config.mk <==
export PLATFORM = sky130hd
export DESIGN_NAME = GameController
export DESIGN_NICKNAME = GameController
export VERILOG_FILES = /design/flow/design.v
export SDC_FILE = /design/flow/constraint.sdc
export NUM_CORES = 4
export LEC_CHECK = 1
export CORE_AREA = 10 10 114 114
export DIE_AREA = 0 0 124 124
==> design/flow/constraint.sdc <==
current_design GameController

set clk_period 2.3
set clk_io_pct 0.2

create_clock -name clk0 -period $clk_period [get_ports {clk}]

set non_clock_inputs [all_inputs -no_clocks]
set_input_delay [expr $clk_period * $clk_io_pct] -clock clk0 $non_clock_inputs
set_output_delay [expr $clk_period * $clk_io_pct] -clock clk0 [all_outputs]
==> design/flow/design.v <==
module GameController(passed, correct, incorrect, game_b, psub_b_in, seq_b_in, TwoDigitTimeout, clk, rst, 
                      T_S_Enable, T_S_Reconfig, died, psub_b_out, seq_b_out, currentlevel, logout,
                      personalwin, globalwin, valid, isGuest_in, intPlayID_in,                    
                      isGuest_out, intPlayID_out, newHighScore, score_req, score_out);
  input passed, correct, incorrect, game_b, psub_b_in, seq_b_in, TwoDigitTimeout, clk ,rst;
  output T_S_Enable, T_S_Reconfig, died, psub_b_out, seq_b_out, logout;
  output [3:0] currentlevel;
  input personalwin, globalwin, valid, isGuest_in;
  input [2:0] intPlayID_in;
  output isGuest_out, newHighScore, score_req;
  output [2:0] intPlayID_out; 
  output [6:0] score_out;
  wire checkscore;
  wire dead;
  wire [6:0] PlayerScore;
  GameplayController GameplayControl(passed, correct, incorrect, game_b, psub_b_in, seq_b_in, TwoDigitTimeout, clk, rst, 
                   T_S_Enable, T_S_Reconfig, dead, psub_b_out, seq_b_out, checkscore, currentlevel, logout, PlayerScore);
  ScoreChecker ScoreCheck(personalwin, globalwin, valid, isGuest_in, intPlayID_in, checkscore, PlayerScore, dead, clk, rst, 
                          isGuest_out, intPlayID_out, newHighScore, died, score_req, score_out);
endmodule
module GameplayController(passed, correct, incorrect, game_b, psub_b_in, seq_b_in, TwoDigitTimeout, clk, rst, 
                          T_S_Enable, T_S_Reconfig, dead, psub_b_out, seq_b_out, checkscore, currentlevel, logout, PlayerScore);
  input passed, correct, incorrect, game_b, psub_b_in, seq_b_in, TwoDigitTimeout, clk, rst;
  output T_S_Enable, T_S_Reconfig, dead, psub_b_out, seq_b_out, checkscore, logout;
  output [3:0] currentlevel;
  output [6:0] PlayerScore;
  reg T_S_Enable, T_S_Reconfig, dead, psub_b_out, seq_b_out, checkscore, logout;
  reg [3:0] currentlevel;
  reg [6:0] PlayerScore;
  reg [2:0] State;
  reg [3:0] delaycounter;
  parameter INACTIVE=0, RECONFIG=1, WAITFORSTART=2, GAMEPLAY=3, GAMEOVER=4, DELAY=5;
  always @(posedge clk) begin
    if(rst == 1'b0) begin
      currentlevel <= 4'd0;
      dead <= 1'd0; logout <= 1'd0;
      T_S_Enable <= 1'b0; T_S_Reconfig <= 1'b0;
      checkscore <= 1'b0; PlayerScore <= 7'd0; delaycounter <= 4'd0;
      State <= INACTIVE;
    end
    else begin
      case(State) 
        INACTIVE: begin
	  psub_b_out <= 1'b0; seq_b_out <= 1'b0;  
	  checkscore <= 1'b0; delaycounter <= 4'd0;
          logout <= 1'b0;
	  if(passed == 1'b1 && logout != 1'b1)
	    State <= RECONFIG;
	  else
	    State <= INACTIVE;
        end
        RECONFIG: begin
	  T_S_Reconfig <= 1'b1;
	  currentlevel <= 4'd0;
	  PlayerScore <= 7'd0;
	  State <= WAITFORSTART;
        end
        WAITFORSTART: begin
	  T_S_Reconfig <= 1'b0;  
	  if(game_b == 1'b1) begin
	    T_S_Enable <= 1'b1;  
	    checkscore <= 1'b0;  
	    currentlevel <= 4'd1;  
	    State <= GAMEPLAY; end
	  else if (psub_b_in == 1'b1) begin  
	    logout <= 1'b1;
	    State <= INACTIVE; end
	  else
	    State <= WAITFORSTART;
        end
        GAMEPLAY: begin
	  psub_b_out <= psub_b_in; seq_b_out <= seq_b_in;  
	  if(TwoDigitTimeout == 1'b1) begin
	    State <= GAMEOVER;
	    checkscore <= 1'b1; end
	  else if (incorrect == 1'b1) begin  
	    State <= GAMEOVER;
	    checkscore <= 1'b1; 
	    dead <= 1'b1; end
	  else if (correct == 1'b1) begin  
	    if(currentlevel < 4'd5)  
	      currentlevel <= currentlevel + 4'd1;
	    PlayerScore <= PlayerScore + 7'd1;  
	  end
	  else
	    State <= GAMEPLAY;
        end
        GAMEOVER: begin
	  dead <= 1'b0;  
	  checkscore <= 1'b0;  
	  T_S_Enable <= 1'b0;
	  psub_b_out <= 1'b0; seq_b_out <= 1'b0;  
	  if(game_b == 1'b1) begin
	    State <= RECONFIG; end
	  else if (psub_b_in == 1'b1) begin  
	    State <= DELAY;
	    delaycounter <= 4'd0;
	    logout <= 1'b1; end
	  else
	    State <= GAMEOVER;
        end
	DELAY: begin
	  logout <= 1'b0;  
	  delaycounter <= delaycounter + 4'd1;
          if(delaycounter == 4'b1111)
	    State <= INACTIVE;
	  else
	    State <= DELAY;
	end 
        default: begin State <= INACTIVE; end
      endcase
    end  
  end
endmodule
module ScoreChecker(personalwin, globalwin, valid, isGuest_in, intPlayID_in, checkscore, score_in, dead, clk, rst, 
                    isGuest_out, intPlayID_out, newHighScore, died, score_req, score_out);
  input isGuest_in, valid, personalwin, globalwin, checkscore, dead, clk, rst;
  input [2:0] intPlayID_in;
  input [6:0] score_in;
  output isGuest_out, newHighScore, died, score_req;
  reg isGuest_out, newHighScore, died, score_req;
  output [2:0] intPlayID_out;
  reg [2:0]  intPlayID_out;
  output [6:0] score_out;
  reg [6:0] score_out;
  reg [2:0] State;
  reg deadFlag;
  parameter INACTIVE=0, REQUEST=1, WAIT=2, CHECK=3;
  always @ (posedge clk) begin
    if(rst == 1'b0) begin
      isGuest_out <= 1'b0; newHighScore <= 1'b0; score_out <= 7'd0;
      score_req <= 1'b0; intPlayID_out <= 3'd0; died <= 1'b0; deadFlag <= 1'b0; end
    else begin
      case(State) 
        INACTIVE: begin
	  newHighScore <= 1'b0; died <= 1'b0;  
	  score_req <= 1'b0; deadFlag <= 1'b0;
	  isGuest_out <= 1'b0; intPlayID_out <= intPlayID_in;  
	  if(checkscore == 1'b1)  
	    State <= REQUEST;
	  else
	    State <= INACTIVE;
          if(dead == 1'b1)
	    deadFlag <= 1'b1;
	end
	REQUEST: begin
	  score_out <= score_in;  
	  score_req <= 1'b1;
          intPlayID_out <= intPlayID_in;
	  State <= WAIT;
	end
	WAIT: begin
	  score_req <= 1'b0;  
	  if(valid == 1'b1)
	    State <= CHECK;
	  else
	    State <= WAIT;
	end
	CHECK: begin
	  if(personalwin == 1'b1 || globalwin == 1'b1)
	    newHighScore <= 1'b1;
          else if (deadFlag == 1'b1)
	    died <= 1'b1;
	  State <= INACTIVE; 
	end
        default: begin State <= INACTIVE; end
      endcase
    end
  end
endmodule 
==> run summary <==
This memo summarizes the results of the implementation run.

Outcome
The run finished with clean final reports.

Place
The detailed-placement wirelength estimate is 3.454 mm. The number of I/O port buffers is 36. STA on the placed design reports a worst setup slack of around 0.28 ns. The cell area after placement is ~2500 um^2. Per the gpl log, the routability congestion estimate is 0.8116.

Synthesis
The share of flip-flops with an asynchronous set or reset after synthesis is 0%. The most used flip-flop cell after synthesis is sky130_fd_sc_hd__dfxtp_1. The commonest cells after synthesis are sky130_fd_sc_hd__dfxtp_1, sky130_fd_sc_hd__nor2_1, sky130_fd_sc_hd__nand2_1. sky130_fd_sc_hd__dfxtp_1 is the most common cell in the netlist.

The top cell type's share of synthesized area is a little over two fifths. The cell area after synthesis is roughly 2000 um^2. The flip-flop and latch count after synthesis is between 40 and 50. The largest total area in the synthesized netlist belongs to sky130_fd_sc_hd__dfxtp_1. The post-synth count of flops with an enable pin is 2. The count of instantiated cells in the yosys netlist is 231. Sorting the synthesized cells by area gives the leading types as sky130_fd_sc_hd__dfxtp_1, sky130_fd_sc_hd__nor2_1, sky130_fd_sc_hd__mux2i_1, sky130_fd_sc_hd__a21oi_1, sky130_fd_sc_hd__o21ai_0. The count of mapped cells out of synthesis is about 230.

According to the Yosys statistics, the synthesized design has a chip area of ~2000 um^2. Warnings reported by Yosys during synthesis add up to 2. Per the synthesis report, the number of distinct cell types is roughly 46. Sequential elements use ~46% of the synthesized area.

A synthesized cell averages 8.802 um^2.

Power
Internal power comes to 1119 uW. The switching power is between 300 and 400 uW. The peak supply drop is 205.1 uV. The part of the total power dissipated in combinational logic is ~9.9%. Net switching is roughly a quarter of the power. Registers are responsible for approximately 57% of the overall power.

In this run, the clock network consumes roughly a third of the power. The leakage power in the latest report is between 0.0008 and 0.0009 uW. Power spread over the standard cell area amounts to approximately 570 nW/um^2.

Global routing
The number of antenna violations at the first check in global routing is 0. The global router reports that the layer with the highest usage is met1. The first global-routing pass estimated roughly 7.7 mm of wire. Entering global routing, the biggest net connects 16 pins.

The routing usage on met2 is between 8 and 9%. The number of global-route vias before repair is about 1500. Summed over all layers, the global routing overflow is 0. met1 track demand over resource after global routing is under 10%. Global routing consumed, on the met3 layer, 1.928% of the routing resources. The overall track demand over capacity in global routing is under 10%.

Die
The core region is about 10000 um^2. The total die size is ~15000 um^2. The number of top-level design ports is 39.

The horizontal die dimension is about 120 um. The vertical extent of the die is about 120 um. After floorplanning, the core was divided into 37 placement rows. The starting density of the core is between 15 and 20%.

Clock network
The clock sink count is between 40 and 50. TritonCTS built the clock tree. The number of instances resized during post-cts repair is 0. The clock tree root buffer cell is sky130_fd_sc_hd__clkbuf_8. The post-CTS setup buffer count is 0.

The deepest level of the CTS H-tree is 2. The source-to-sink clock delay at the later pin of the worst-skew pair is roughly 0.30 ns. The clock transition at the registers of the reported paths is about 0.090 ns.

The total CTS buffers is 5. The maximum clock insertion buffer count is 2. After clock tree synthesis, the flow added hold-fix buffers numbering 0.

Timing
The setup-violating endpoint count in the final report is 0. Setup repair after global routing left no endpoint under its margin. The worst relative slew slack is between 50 and 60%. The flow reports an fmax of a little under 600 MHz. The final timing report lists clock skew as ~0.014 ns.

The count of final hold-check violations is 0. The transition time at the pin with the least slew margin is about 0.62 ns. The share of the cycle needed by the critical path after routing is approximately three quarters. Setup slack closes at around 0.6 ns. For reference, the final report shows the max-slew violation count at 0. Counting I/O delays and the setup requirement, the final critical path takes ~1.7 ns. The accumulated negative setup slack is 0 ns.

Job
The number of logged tool warnings is 27. The max-capacitance violation count is 0.

Hold path
The startpoint of the lowest-slack hold path is ScoreCheck.intPlayID_out[1]. In the hold timing report, the worst path depth is 2. The class of the most critical hold timing path is reg2reg. For hold timing, the worst endpoint is ScoreCheck.intPlayID_out[1].

Critical path
The data arrival at the endpoint of the critical path is between 1.5 and 2 ns. The kind of critical path is in2reg. The startpoint of the most critical register-to-register path is GameplayControl.State[5]. The top fanout value on the critical path is 7. The required time reported for the critical path endpoint is 2.47 ns. The number of buffers and inverters on the critical path is 1. The signal on the critical path passes through clkdlybuf4s50_1, nor2_1, o2111a_2, nor4b_1, a221oi_1.

The family with the most delay on the worst path is simple AND/OR/NAND/NOR gates. The longest incremental delay of any stage on the critical path is reported as roughly 0.51 ns. The setup slack of the most critical reg-to-reg path is between 0.7 and 0.8 ns. The worst setup path is launched from an input port. The number of cells on the worst reg-to-reg path is 4. The worst reg2reg path endpoint is GameplayControl.PlayerScore[4]. The largest individual stage delay along the critical path comes from the cell sky130_fd_sc_hd__clkdlybuf4s50_1. STA classifies the critical path endpoint as a flop.

Detailed routing
The average routed wire per standard cell is ~12 um. The remaining design rule violation count is 0. The number of antenna diodes is 0. Per the detail_route report, vias per standard cell equal about 4. The routed layout has about 1600 vias.

The count of nets left with antenna violations once routing finished came out at 0. In the log, the iteration count for the first detailed-route pass is 4. The final wirelength is roughly 4.6 mm. The first routing iteration left 111 violations.

Finish
Summing all non-filler instances in the final layout gives an area of ~2600 um^2. Between the synthesized netlist and the finished layout, the area growth was recorded as 28.18%. The share of layout cells above drive strength 1 is roughly 6%. Cells fill approximately 25% of the core in the end.
flip-flops by register name (all words and copies together) (netlist names):
signal and flops:
GameplayControl.dead 1, GameplayControl.checkscore 1, ScoreCheck.score_out 7, GameplayControl.delaycounter 4, GameplayControl.T_S_Reconfig 1, ScoreCheck.State 4
GameplayControl.psub_b_out 1, ScoreCheck.score_req 1, ScoreCheck.deadFlag 1, GameplayControl.PlayerScore 7, ScoreCheck.intPlayID_out 3, GameplayControl.T_S_Enable 1
GameplayControl.currentlevel 4, GameplayControl.seq_b_out 1, GameplayControl.logout 1, ScoreCheck.newHighScore 1, ScoreCheck.died 1, GameplayControl.State 6
logic make-up (layout without fill, tap and decap cells):
logic type | Yosys count | count (layout) | synth area share, %
and+or+nand+nor | 88 | 88 | 22.52
AOI/OAI and AO/OA | 52 | 52 | 15.94
DFF | 46 | 46 | 46.28
buffers and inverters | 26 | 61 | 5.969
muxes | 9 | 9 | 4.492
xor gates and xnor gates | 5 | 5 | 2.154
adders and majority gates | 4 | 4 | 2.462
other | 1 | 1 | 0.1844
worst register-to-register path, delay by kind of cell (launching register included):
kind	cells	cell delay, ns
AND/OR/NAND/NOR	2	0.57
flip-flops	1	0.53
AND-OR/OR-AND	1	0.19
XOR/XNOR	1	0.17
layout make-up:
type,instances,area [um^2]
Multi-Input combinational cell,159,970.9
Clock inverter,3,16.27
Sequential cell,46,940.9
Fill cell,1114,7810
Tap cell,136,170.2
Timing Repair Buffer,40,390.4
Clock buffer,5,68.82
Inverter,13,48.80
cell usage in the layout (no fill, tap or decap), drive strengths merged, types with 2 or more instances in the layout:
| master | n |
|---|---|
| edfxtp | 2 |
| a22oi | 2 |
| o211ai | 3 |
| inv | 13 |
| nor2b | 2 |
| nand3 | 5 |
| o2111ai | 3 |
| clkbuf | 5 |
| a31oi | 3 |
| nor3 | 7 |
| nand2 | 16 |
| a21oi | 16 |
| ha | 4 |
| buf | 4 |
| nor2 | 34 |
| dfxtp | 44 |
| mux2i | 8 |
| nor4 | 3 |
| or3 | 2 |
| nand2b | 7 |
| o21ai | 17 |
| clkdlybuf4s50 | 36 |
| and4 | 2 |
| clkinv | 3 |
| and2b | 2 |
| nor3b | 4 |
| xor2 | 5 |
stage by stage:
| stage | power (uW) | hold WS, ns | instances |
|---|---|---|---|
| final | 1497 | 0.4541 | 402 |
| after detailed placement | 1029 | 0.4422 | 394 |
| after CTS | 1523 | 0.4561 | 402 |
| after global placement | 1028 | 0.4323 | 394 |
| after global routing | 1587 | 0.4769 | 402 |
| after floorplan | 950.4 | 0.4174 | 231 |
worst max-delay path by stage:
stage | startpoint | end | slack, ns | cells past startpoint
4_1_cts | GameplayControl.currentlevel[0] | currentlevel[0] | 0.59 | 1
5_1_grt | TwoDigitTimeout | GameplayControl.PlayerScore[4] | 0.42 | 5
6_report | TwoDigitTimeout | GameplayControl.currentlevel[0] | 0.59 | 5
layer usage:
metal  vias up  share of wire [%]
li1        874                  -
met1       718                 52
met2        33                 40
met3         6                7.1
met4         0                1.1
met5         -                  0
power by group through the flow:
stage	Combinational, uW	Sequential, uW	Clock [uW]
global route	166	867	553
finish	148	862	488
CTS	150	861	512
Power and IR drop assume default switching activity.
