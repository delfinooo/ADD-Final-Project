==> design/flow/design.v <==
module PasswordChecker(passwordDigit, b_password, matchedID, isGuestIN, ROM_data, internalPlayerIDIN, logoutOUT, logoutIN, clk, rst, loggedin, loggedout, passed, ROM_addr, internalPlayerIDOUT, isGuestOUT);
  input clk, rst, b_password, matchedID, logoutIN;
  input [3:0] passwordDigit;
  input isGuestIN;
  input [2:0] internalPlayerIDIN;
  input [23:0] ROM_data;
  output loggedin, loggedout, passed, logoutOUT;
  output [4:0] ROM_addr;
  output [2:0] internalPlayerIDOUT;
  output isGuestOUT;
  reg loggedin, loggedout, passed, logoutOUT;
  reg [4:0] ROM_addr;
  reg [2:0] internalPlayerIDOUT;
  reg isGuestOUT;
  reg [23:0] userPass;
  reg [3:0] State;
  reg [23:0] ROM_pass;
  reg [1:0] counter;
  reg [2:0] playerID;
  parameter INACTIVE=0, Digit1=1, Digit2=2, Digit3=3, Digit4=4, Digit5=5, Digit6=6, FetchROM=7, ROMCYC1=8, ROMCYC2=9, ROMCATCH=10, COMPARE=11, WAIT=12, PASSED=13;
  always @(posedge clk) begin
    if(rst == 1'b0) begin
      userPass <= 24'd0;
      State <= INACTIVE;
      internalPlayerIDOUT <= 3'd0; playerID <= 3'd0;
      counter <= 2'd0;
      passed <= 1'b0;
      loggedout <= 1'b1; logoutOUT <= 1'b0;
      loggedin <= 1'b0;
      isGuestOUT <= 1'b0;
      ROM_addr <= 5'd0; end
    else begin
      case(State)
        INACTIVE: begin
	  userPass <= 24'd0; counter <= 2'd0; passed <= 1'b0;
          loggedout <= 1'b1;
          loggedin <= 1'b0;
	  if(matchedID == 1'b1) begin
	    State <= Digit1; end
          else
	    State <= INACTIVE;
        end
        Digit1: begin
	  playerID <= internalPlayerIDIN;
	  if(b_password == 1'b1) begin
	    userPass[23:20] <= passwordDigit;
	    State <= Digit2; end
	  else
	    State <= Digit1;
        end
        Digit2: begin
	  if(b_password == 1'b1) begin
	    userPass[19:16] <= passwordDigit;
	    State <= Digit3; end
	  else
	    State <= Digit2;
        end
        Digit3: begin
	  if(b_password == 1'b1) begin
	    userPass[15:12] <= passwordDigit;
	    State <= Digit4; end
	  else
	    State <= Digit3;
        end
        Digit4: begin
	  if(b_password == 1'b1) begin
	    userPass[11:8] <= passwordDigit;
	    State <= Digit5; end
	  else
	    State <= Digit4;
        end
        Digit5: begin
	  if(b_password == 1'b1) begin
	    userPass[7:4] <= passwordDigit;
	    State <= Digit6; end
	  else
	    State <= Digit5;
        end
        Digit6: begin
	  if(b_password == 1'b1) begin
	    userPass[3:0] <= passwordDigit;
	    State <= FetchROM; end
	  else
	    State <= Digit6;
        end
        FetchROM: begin
          ROM_addr <= 5'd0 + playerID;  
          State <= ROMCYC1;
        end
        ROMCYC1: begin
          State <= ROMCYC2;
        end
        ROMCYC2: begin
          State <= ROMCATCH;
        end
        ROMCATCH: begin
          ROM_pass <= ROM_data;
          State <= COMPARE;
        end   
	COMPARE: begin
	  if(ROM_pass == userPass)
	    State <= PASSED;
          else begin
	    if(counter == 2'd2) begin  
	      logoutOUT <= 1'b1;
	      counter <= 2'd0;  
              State <= WAIT; end  
	    else begin   
	      counter <= counter + 2'd1;
	      State <= Digit1; end   
          end
        end  
	WAIT: begin
	  logoutOUT <= 1'b0;  
	  if(counter == 2'd2)  
	    State <= Digit1;
          else begin
	    counter <= counter + 2'd1;
	    State <= WAIT; end
	end
	PASSED: begin
	  loggedin <= 1'b1; loggedout <= 1'b0;
	  passed <= 1'b1;	
	  isGuestOUT <= isGuestIN;
	  internalPlayerIDOUT <= internalPlayerIDIN;
	  if(logoutIN == 1'b1) begin
	    logoutOUT <= 1'b1;
	    counter <= 2'd0;  
	    State <= WAIT; end
	  else
	    State <= PASSED;
	end
	default: begin
          userPass <= 24'd0;
          State <= INACTIVE;
          internalPlayerIDOUT <= 3'd0; playerID <= 3'd0;
          counter <= 2'd0;
          passed <= 1'b0;
          loggedout <= 1'b1; logoutOUT <= 1'b0;
          loggedin <= 1'b0;
          isGuestOUT <= 1'b0;
          ROM_addr <= 5'd0;	  
	end
      endcase
    end
  end
endmodule
==> design/flow/run.sh <==
#!/bin/bash
# OpenROAD 26Q1-2900-gdf79404cd8, Yosys 0.63+post, stock flow scripts
make -C /OpenROAD-flow-scripts/flow DESIGN_CONFIG=/design/flow/config.mk WORK_HOME=/design/flow/orfs finish
==> design/flow/config.mk <==
export PLATFORM = sky130hd
export DESIGN_NAME = PasswordChecker
export DESIGN_NICKNAME = PasswordChecker
export VERILOG_FILES = /design/flow/design.v
export SDC_FILE = /design/flow/constraint.sdc
export NUM_CORES = 4
export LEC_CHECK = 1
export CORE_UTILIZATION = 50
==> design/flow/constraint.sdc <==
current_design PasswordChecker

set clk_period 4.1
set clk_io_pct 0.2

create_clock -name clk0 -period $clk_period [get_ports {clk}]

set non_clock_inputs [all_inputs -no_clocks]
set_input_delay [expr $clk_period * $clk_io_pct] -clock clk0 $non_clock_inputs
set_output_delay [expr $clk_period * $clk_io_pct] -clock clk0 [all_outputs]
==> reports/metrics.yaml <==
fp_util_pct: 51.6
clk_pin_slew_ps: 70
die_w_um: 82.9
critical_path_class: "in -> reg"
worstSetupStartpoint: "rst"
overflow: 0
clock_path_buffers: 2
log.warning_count: 28
cts_tree: "done"
power_density_nw_per_um2: 393
async_flop_share_pct: 0
synth.top_cell.area_share_pct: 32.4
yosysSeqAreaShare_pct: 54.4
ys_area_um2: 3270
first_iter_violations: 114
antenna_found_initial: 0
status: "finished, final reports clean"
slew_violations: 0
slew_headroom_pct: 48.5
p_total_uw: 1570
p_leak_uw: 0.00135
grt_pass1_vias: 2384
finalSetupTns_ps: 0
grtUsageTotal_pct: 21.1
rows: 29
cts_resized: 0
dp_slack_ps: 1170
io_pins: 50
core_um2: 6350
hold_buffers: 0
grt_max_degree: 26
rrSetupSlack_ps: 2090
hold_path.class: "reg -> reg"
wire_per_inst_um: 14.1
yosys_most_used_dff: "dfxtp_1"
drcViolationCount: 0
yosys_warnings: 1
min_from: "internalPlayerIDOUT[2]$_SDFFE_PN0N_"
netSwitchingFraction_pct: 20.7
dp_hpwl_um: 4560
vias_per_cell: 5.35
fin_skew_ps: 6.05
cp.required_ps: 4370
p_switching_uw: 326
top_cell: "dfxtp_1"
timing.fmax_mhz: 387
start_kind: "input pin"
drv_cap: 0
post-route-util_pct: 63.0
io_buffers: 47
pwr-share-clk_pct: 42.2
dr_total_vias: 2446
tightestPinTransition_ps: 765
critPathArrivalTime_ps: 2850
rsz0062_at_grt: "false"
die_y_um: 82.9
grt_pass1_wl_um: 11200
combPwrFrac_pct: 6.8
edf_count: 24
syn_avg_cell_area_um2: 9.86
ys_cells: 332
end_kind: "flop"
antennaDiodeCount: 0
cts_root_buf: "clkbuf_8"
finalWirelength_um: 6460
seqPwrFrac_pct: 50.9
syn_area_um2: 3270
setup-violations-final: 0
cpPeakStageDelay_ps: 850
synth_top_cell_by_area: "dfxtp_1"
h-tree-depth: 3
drt_first_pass_iters: 4
setup_slack_ps: 1510
synthTopCellsByArea: "dfxtp_1 (32%), edfxtp_1 (22%), xnor2_1 (6.4%), nand2_1 (5.4%), a21oi_1 (4.7%)"
r2r_start: "State[7]$_DFF_P_"
drtAntennaViolNets: 0
path_max_fanout: 19
syn_inst: 332
cts_sinks: 77
post_cts_buffers: 0
cts_inserted_buffers: 9
die_area_um2: 6880
hold_viol: 0
intPower_uw: 1250
cp_slowest_cell: "clkdlybuf4s50_1"
synth_cell_types: 46
fin_crit_sh_pct: 63.1
clock_latency_ps: 340
worstPathCellList: "clkdlybuf4s50_1 > clkinv_1 > nor2_1 > a32oi_1 > a2bb2oi_1"
fin_crit_ps: 2590
area_growth_pct: 22.1
peakVddDrop_uv: 242
synthTopCellsByCount: "dfxtp_1 (53), nand2_1 (47), a21oi_1 (31)"
gp_congestion: 0.849
layout-drive-gt1-share_pct: 5.79
ys_seq_elements: 77
==> power by group through the flow <==
stage	Combinational, µW	Sequential (µW)	Clock (µW)
CTS	108	800	681
global route	119	801	717
finish	108	800	664
==> routing by layer <==
| metal | track usage (%) | part of all wire, % |
|---|---|---|
| met5 | 0 | 0 |
| met4 | 3.61 | 1.4 |
| met3 | 3.83 | 4.0 |
| met2 | 32.3 | 46 |
| met1 | 34.0 | 49 |
==> worst max-delay path: cells and delay by family <==
| family | cells | cell delay (ps) |
|---|---|---|
| buffers and inverters | 2 | 1460 |
| AOI/OAI and AO/OA | 2 | 350 |
| and+or+nand+nor | 1 | 220 |
==> flip-flops by register name, indices dropped and copies added (netlist names) <==
name and flops:
playerID 3, internalPlayerIDOUT 3, counter 2, loggedout 1
ROM_pass 24, ROM_addr 3, State 14, loggedin 1
logoutOUT 1, userPass 24, isGuestOUT 1
==> stage by stage <==
stage               instance area [µm²]  cells  hold slack, ps
floorplan                          3280    333             417
global placement                   3770    441             438
detailed placement                 3770    441             446
CTS                                4000    457             456
global route                       4000    457             466
finish                             4000    457             453
==> logic make-up after synthesis <==
family | share of synthesized area [%]
AOI/OAI and AO/OA | 11.3
xor gates and xnor gates | 6.42
adders and majority gates | 1.15
buffers and inverters | 3.78
DFF | 54.4
muxes | 1.53
other | 0.115
and+or+nand+nor | 21.2
==> layout by cell type, fill, tap and decap left out, types with 2 or more instances in the layout <==
master	instances
clkbuf_8	9
a21o_1	2
dfxtp_1	53
a21oi_1	31
nand4_1	11
nand3_1	15
mux2i_1	5
a21oi_2	2
nor3_4	2
buf_4	2
o32ai_1	3
conb_1	2
or3_1	4
nor2b_1	5
o21ai_0	8
o22ai_1	3
clkinv_2	2
xnor2_1	24
nand2_1	47
clkdlybuf4s50_1	47
nor3_1	3
bufinv_16	3
nand2b_1	2
ha_1	3
or2_0	11
a2bb2oi_1	2
edfxtp_1	24
and2_1	9
clkbuf_1	2
nor2_1	20
inv_1	7
==> worst paths after layout <==
kind,end,cells after the start
setup reg to reg,userPass[7]$_SDFFE_PN0P_,5
setup / recovery,counter[1]$_SDFFE_PN0P_,5
hold reg to reg,internalPlayerIDOUT[2]$_SDFFE_PN0N_,2
hold / removal,internalPlayerIDOUT[2]$_SDFFE_PN0N_,2
==> cell type report <==
cell class                 instances  area, µm²
fill                             536       2350
sequential                        77       1780
multi-input combinational        230       1370
timing repair buffer              49        485
clock buffer                      11        131
clock inverter                     5        100
tap                               77       96.3
inverter                           8       30.0
Power and IR drop assume default switching activity.
