==> /design/flow/design.v <==
module TopSeqGen(curLvl, b_seq, clk, rst, seqDigit, displayDone, seq, new_seq);
  input [2:0] curLvl;
  input b_seq, clk, rst;
  output [3:0] seqDigit;
  output [19:0] seq;
  output displayDone, new_seq;
  wire display;
  wire [19:0] seq_internal; 
  seqGen seqGen1(clk, rst, b_seq, seq_internal, display, new_seq);
  dispSeq dispSeq1(clk, rst, curLvl, display, seq_internal, seqDigit, displayDone); 
  assign seq = seq_internal;
endmodule
module control_display_seq (
    clk,rst, display, curLvl, seq, timer,
    seqDigit, displayDone, enable_to_timer
);
input clk, rst, display, timer;
input [2:0] curLvl;
input [19:0] seq;
output reg displayDone, enable_to_timer;
output reg [3:0] seqDigit;
reg  [3:0] state;
reg [19:0] caughtSeq;
reg [2:0] counter;
parameter init = 0,
          w1 = 1, d1 = 2,
          w2 = 3, d2 = 4,
          w3 = 5, d3 = 6,
          w4 = 7, d4 = 8,
          w5 = 9, d5 = 10,
          done1 = 11, done2 = 12;
always @(posedge clk) begin
    if (rst == 0) begin
        displayDone <= 0;
        state <= init;
        counter <= 0;
        seqDigit <= 4'dX;
        enable_to_timer <= 0;
    end else begin
        case (state)
            init: begin
                displayDone <= 0;
                if (display == 1) begin
                    caughtSeq <= seq;
                    state <= w1;
                    enable_to_timer <= 1;
                    counter <= 0;
                end
            end
            w1: begin
                seqDigit <= 4'dX;
                if (timer == 1)
                    state <= d1;
            end
            d1: begin
                seqDigit <= caughtSeq[19:16];
                if (timer == 1) begin
                    if (counter + 1 == curLvl)
                        state <= done1;
                    else
                        state <= w2;
                    counter <= counter + 1;
                end
            end
            w2: begin
                seqDigit <= 4'dX;
                if (timer == 1)
                    state <= d2;
            end
            d2: begin
                seqDigit <= caughtSeq[15:12];
                if (timer == 1) begin
                    if (counter + 1 == curLvl)
                        state <= done1;
                    else
                        state <= w3;
                    counter <= counter + 1;
                end
            end
            w3: begin
                seqDigit <= 4'dX;
                if (timer == 1)
                    state <= d3;
            end
            d3: begin
                seqDigit <= caughtSeq[11:8];
                if (timer == 1) begin
                    if (counter + 1 == curLvl)
                        state <= done1;
                    else
                        state <= w4;
                    counter <= counter + 1;
                end
            end
            w4: begin
                seqDigit <= 4'dX;
                if (timer == 1)
                    state <= d4;
            end
            d4: begin
                seqDigit <= caughtSeq[7:4];
                if (timer == 1) begin
                    if (counter + 1 == curLvl)
                        state <= done1;
                    else
                        state <= w5;
                    counter <= counter + 1;
                end
            end
            w5: begin
                seqDigit <= 4'dX;
                if (timer == 1)
                    state <= d5;
            end
            d5: begin
                seqDigit <= caughtSeq[3:0];
                if (timer == 1) begin
                    state <= done1;
                    counter <= counter + 1;
                end
            end
            done1: begin
                enable_to_timer <= 0;
                displayDone <= 1;
                seqDigit <= 4'dX;
                state <= done2;
            end
            done2: begin
                displayDone <= 0;
                state <= init;
            end
            default: begin
                state <= init;
                displayDone <= 0;
                counter <= 0;
                seqDigit <= 4'dX;
                enable_to_timer <= 0;
            end
        endcase
    end
end
endmodule
module count_to_100 (
    clk,rst, enable, in, timeout
);
input clk, rst, in, enable;
output timeout;
reg timeout;
reg [6:0] count;
always @(posedge clk)begin
    if(rst ==1'b0)begin
        count <= 0;
        timeout <=0;
    end
    else if(enable == 1'b1)begin
        if(in == 1)begin
            if(count == 99)begin  
                timeout <=1;
                count <= 0;
            end else begin
                timeout <= 0;
                count <= count +1;
            end
        end else
            timeout <=0;
    end
end  
endmodule
module count_to_X (
    clk,rst, curLevel,enable, in, timeout
);
input clk, rst, in,enable;
input [2:0] curLevel;
output timeout;
reg timeout;
reg [3:0] count,countMax;
always @(*) begin
    case(curLevel)
    3'd1: countMax = 13;
    3'd2: countMax = 10; 
    3'd3: countMax = 8;
    3'd4: countMax = 5;
    3'd5: countMax = 3;
    default: countMax = 13;
    endcase
end
always @(posedge clk)begin
    if(rst ==1'b0)begin
        count <= 0;
        timeout <=0;
    end
    else if(enable == 1)begin
        if(in == 1'b1)begin
            if(count == countMax )begin 
                timeout <=1;
                count <= 0;
            end else begin
                timeout <= 0;
                count <= count +1;
            end
        end else
            timeout <=0;
    end
end  
endmodule
module dispSeq (
    clk,rst, curLvl, display, seq,
    seqDigit, displayDone
);
input clk,rst, display;
input [2:0] curLvl;
input [19:0] seq;
output displayDone;
output [3:0] seqDigit;
wire control_to_timer_enable,timeout;
progTimer myTimer(clk,rst,control_to_timer_enable,curLvl,timeout);
control_display_seq myDS(clk,rst,display,curLvl,seq,timeout,
seqDigit,displayDone,control_to_timer_enable);
endmodule
module progTimer (
    clk,rst, enable, curLvl, timeout
);
    input clk,rst, enable;
    input [2:0] curLvl;
    output timeout;
    wire one, two;
    timer_1ms_lfsr A(clk,rst,enable,one);  
    count_to_100 B(clk,rst,enable,one,two);  
    count_to_X C(clk,rst,curLvl, enable, two, timeout);  
endmodule
module timer_1ms_lfsr (
    input clk, rst, enable,
    output reg one_ms_timeout
);
    reg [15:0] lfsr;
    wire feedback = lfsr[0] ^ lfsr[2] ^ lfsr[3] ^ lfsr[5];  
    parameter TERMINAL_VALUE = 16'hF315;  
    always @(posedge clk) begin
        if (rst == 1'b0) begin
            lfsr <= 16'hACE1;   
            one_ms_timeout <= 0;
        end 
        else if (enable) begin
            lfsr <= {lfsr[14:0], feedback};  
            if (lfsr == TERMINAL_VALUE)   
                one_ms_timeout <= 1;
            else
                one_ms_timeout <= 0;
        end
    end
endmodule
module control_seq_gen (
    clk,rst, b_seq, in_rand_num,
    display, new_seq, seq
);
    input clk, rst, b_seq;
    input [19:0] in_rand_num;
    output reg display, new_seq;
    output reg [19:0] seq;
    reg [2:0] state;
    parameter init = 0, gen1 = 1, gen2 = 2;
    always @(posedge clk) begin
        if(rst == 0) begin
            display <= 0;
            new_seq <= 0;
            seq <= 20'd0;
            state <= init;
        end
        else begin
            case (state)
                init:begin
                    display <= 0;
                    new_seq <=0;
                    seq <= in_rand_num;
                    if(b_seq == 1)
                        state <= gen1;
                    else
                        state <= gen2;
                end 
                gen1: begin
                    display <=1;
                    new_seq <=1;
                    seq <= in_rand_num;
                    state <= gen2;
                end
                gen2:begin
                    display <=0;
                    new_seq <=0;
                    seq <= in_rand_num;
                    state <= init;
                end
                default: begin
                    display <= 0;
                    new_seq <=0;
                    seq <= in_rand_num;
                    state <= init;
                end
            endcase
        end
    end
endmodule
module randnum_LFSR(clock, q);
  input clock;
  output [19:0] q;
  reg [19:0] LFSR;
  initial begin
    LFSR = 20'hABCDE;  
  end
  always @(posedge clock) begin
    LFSR[0] <= LFSR[19] ^ LFSR[2];
    LFSR[19:1] <= LFSR[18:0];
  end
  assign q = LFSR;
endmodule
module seqGen (
    clk, rst, b_seq, seq, display, new_seq
);
input clk,rst,b_seq;
output display, new_seq;
output [19:0] seq;
wire [19:0] rand_num;
randnum_LFSR myLFSR(clk,rand_num);
control_seq_gen myC(clk,rst,b_seq,rand_num,display,new_seq,seq);    
endmodule
==> /design/flow/run.sh <==
#!/bin/bash
# OpenROAD 26Q1-2900-gdf79404cd8, Yosys 0.63+post, stock flow scripts
make -C /OpenROAD-flow-scripts/flow DESIGN_CONFIG=/design/flow/config.mk WORK_HOME=/design/flow/orfs finish
==> /design/flow/config.mk <==
export PLATFORM = sky130hd
export DESIGN_NAME = TopSeqGen
export DESIGN_NICKNAME = TopSeqGen
export VERILOG_FILES = /design/flow/design.v
export SDC_FILE = /design/flow/constraint.sdc
export NUM_CORES = 4
export LEC_CHECK = 1
export CORE_UTILIZATION = 40
==> /design/flow/constraint.sdc <==
current_design TopSeqGen

set clk_period 2.1
set clk_io_pct 0.2

create_clock -name clk0 -period $clk_period [get_ports {clk}]

set non_clock_inputs [all_inputs -no_clocks]
set_input_delay [expr $clk_period * $clk_io_pct] -clock clk0 $non_clock_inputs
set_output_delay [expr $clk_period * $clk_io_pct] -clock clk0 [all_outputs]
==> qor.yml <==
clock_network:
  tritoncts.num_buffers: 17
  cts_tree: "done"
  cts_resized: 0
  clock_latency_of_the_later_clocked_register_in_the_worst_skew_pair_ns: 0.50
  cts_sinks: 116
  clockRootBuffer: "clkbuf_8"
  postCtsSetupRepairBufs: 0
  h_tree_levels: 4
  cts.path.max_buffers: 2
  clkTransAtPathRegs_ns: 0.06
  hold_buffers: 0
place:
  post-place-cells: 512
  io_buffer_count: 31
  gp_routability_congestion: 0.833
  post-dp-hpwl_um: 4780
  place_area_um2: 4560
finish:
  flow.area_growth_from_synthesis_pct: 25.6
  layoutNonFillerInstCount: 544
  layout.core_utilization_pct: 52.1
  fin_area_um2: 5110
  top_library_cells_by_usage_in_the_layout_fill_and_taps_aside: "dfxtp_1 (92), clkdlybuf4s50_1 (31), nor2_1 (29)"
  drive_gt1_share_pct: 11.9
  most_frequently_placed_logic_cell_in_the_final_layout: "dfxtp_1"
logic_synthesis:
  post_synth_regs: 116
  yosys_reported_design_area_after_synthesis_um2: 4070
  synth_area_um2: 4070
  yosys_warnings: 6
  edf_count: 24
  yosysCellCount: 353
  postSynthAreaPerCell_um2: 11.5
  ys_seq_share_pct: 62.9
  synthesis.instances: 353
  ff_type: "dfxtp_1"
  synth_cell_type_count: 45
  synth-async-reset-ratio_pct: 0
die:
  core_area_um2: 9820
  chip_area_um2: 10600
  core_util_floorplan_pct: 41.5
  io_pins: 32
  die_w_um: 103
  die_height_um: 103
  placementRows: 36
power_and_ir_drop:
  cellPowerDensity_nw_per_um2: 984
  peakVddDrop_v: 0.000555
  static-leakage-power_nw: 1.91
job:
  timing.max_cap.violations: 0
  tool_warnings: 25
grt:
  grt.total_usage_pct: 15.6
  largest_net_degree_at_the_start_of_global_routing: 34
  grt_first_pass_wirelength_um: 12300
  antenna_found_initial: 0
  first_global_vias: 2448
  grt.overflow.total: 0
sta:
  period_used_pct: 86.6
  maxClockFrequency_mhz: 550
  finalMaxSlewViolations: 0
  maxSlewHeadroom_pct: 54.3
  setup_viol_count_final: 0
  worst_slew_pin_slew_ns: 0.678
  fin_skew_ns: 0.00822
  period_needed_ns: 1.82
  finalHoldViolCount: 0
  fin_tns_setup_ns: 0
  grt_setup_unrepaired: "no"
setup_path:
  setup.worst_path.class: "reg -> out"
  buf_inv_on_cp: 1
  regToRegStartpoint: "dispSeq1.myDS.state[5]$_DFF_P_"
  worst_setup_path_end_kind: "output pin"
  highest_net_fanout_along_the_worst_path: 4
  worst_case_reg_to_reg_path_depth: 4
  timing.critical_path.slowest_cell_delay_ns: 0.49
  critical_path_launch_point_type: "flip-flop"
  critical_path.top_delay_family: "buffers and inverters"
  critical_path.slowest_cell: "clkdlybuf4s50_1"
  critPathRequiredTime_ns: 1.68
  worstPathCellList: "clkdlybuf4s50_1"
  worstPathArrival_ns: 1.40
  crit-reg2reg-capture: "dispSeq1.myDS.enable_to_timer$_SDFFE_PN0P_"
  reg2reg_setup_slack_ns: 0.30
detailed_routing:
  ant_nets: 0
  drcViolationCount: 0
  wl_per_cell_um: 13.7
  vias: 2627
  routed_via_density: 4.83
  routed_wl_um: 7440
  drt_iter0_markers: 88
  firstDrtPassIters: 4
  diodes: 0
worst_hold_path:
  hp-start: "seqGen1.myLFSR.LFSR[5]$_DFF_P_"
  worstHoldPathType: "reg -> reg"
  hold_depth: 0
  min_delay_worst_endpoint: "seqGen1.myLFSR.LFSR[6]$_DFF_P_"
status:
  status: "completed"
[flip-flops by register name (all words and copies together) (netlist names), 4 cells and up]
register	count
dispSeq1.myDS.caughtSeq	20
dispSeq1.myDS.seqDigit	4
dispSeq1.myDS.state	13
dispSeq1.myTimer.A.lfsr	16
dispSeq1.myTimer.B.count	7
dispSeq1.myTimer.C.count	4
seqGen1.myC.seq	20
seqGen1.myLFSR.LFSR	20
[cell usage after synthesis, drive strengths merged, types with 5 or more instances]
library cell	n	area, µm²
buf	6	32.5
mux2i	22	220
nand2	27	101
and2	23	144
nand3	7	35.0
xnor2	9	78.8
dfxtp	92	1840
a31oi	6	37.5
inv	5	18.8
a31o	5	43.8
clkbuf	7	26.3
xor2	5	43.8
edfxtp	24	721
nor2	29	109
a21oi	15	75.1
o21ai	5	25.0
nand2b	12	75.1
nand4b	5	43.8
a22oi	8	60.1
and3	7	43.8
[where the power goes]
group	internal, mW	switching, mW
registers	2.29	0.0248
logic	0.0606	0.0690
clock network	1.57	1.02
[layer usage]
metal	vias up	wire (µm)	track usage (%)
met5	-	0	0
met4	0	106	2.49
met3	9	230	3.93
met2	42	3040	20.6
met1	1227	4060	27.4
li1	1349	-	-
[worst max-delay path by stage]
| stage | from | to | slack (ns) | cells past startpoint |
|---|---|---|---|---|
| global route | seqGen1.myC.display$_SDFF_PN0_ | new_seq | 0.20 | 1 |
| CTS | seqGen1.myC.display$_SDFF_PN0_ | new_seq | 0.26 | 1 |
| finish | seqGen1.myC.display$_SDFF_PN0_ | new_seq | 0.28 | 1 |
[per-stage QoR]
stage                     setup slack, ns  power (mW)  hold slack (ns)
after floorplan                     0.426        2.44            0.324
after CTS                           0.260        5.07            0.343
after detailed placement            0.136        2.49            0.330
after global routing                0.195        5.20            0.353
final                               0.282        5.03            0.343
after global placement              0.171        2.49            0.325
[logic make-up after synthesis]
group / after synthesis / share of synthesized area (%)
AOI/OAI and AO/OA: 48 / 7.62
adders and majority gates: 3 / 0.922
DFF: 116 / 62.9
muxes: 22 / 5.41
buffers and inverters: 18 / 1.91
and+or+nand+nor: 132 / 18.2
xor gates and xnor gates: 14 / 3.01
[cell type report]
type | count | area (µm²)
fillers | 854 | 4710
repair buffers | 39 | 383
clock inverters | 12 | 93.8
multi-input cells | 219 | 1430
well taps | 133 | 166
inverters | 5 | 18.8
flip-flops and latches | 116 | 2560
clock buffers | 20 | 457
[worst reg2reg max path, delay by kind of cell (launching register included)]
family             cells  cell delay [ns]
and+or+nand+nor        2             0.93
DFF                    1             0.39
AOI/OAI and AO/OA      2             0.38
Power figures rest on the tool's default switching activity, not on a simulated workload.
